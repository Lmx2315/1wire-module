<file path="design/flow/design.v">
module temp_1wire(
input  wire clk,			  
input  wire rst,			  
output wire done,			  
output wire [71:0] T_data, 
output wire tmp_oe,           
output wire tmp_out,          
input  wire tmp_in,           
inout  wire TEMP_DQ
);
parameter  FCLK   = 125;
localparam PPULSE = 60;
localparam CMD_length = 8+1;
localparam DATA_length=72+1; 
enum {INIT,ROM_COMM,FUNC_COMM,RESET_PULSE,WAIT_DS,PRESENCE_PULSE,COMMAND,CMD_8hCC,CMD_8h44,CMD_8hBE,READ_TEMP,DQ_LINE_HOLD,IDLE}    WIRE_Var,WIRE_State,WIRE_Next,WIRE_Pointer;
enum {IDLE_TS,START_TS,PAUSE_TS,WRITE_TS,READ_TS,END_TS} DATA_STATE,DATA_NEXT;
wire data_i;			 
logic tick_us=0;
logic [DATA_length-2:0] tmp_data=0;
logic [DATA_length-2:0] TEMP_DATA=0;
logic [31:0] timer0=0;
logic [31:0] timer1=0;
logic [31:0] timer2=0;
logic [31:0] delay =0;
logic [31:0] presence_pulse=0;
logic [ 7:0] COMMAND_ROM=8'hCC;
logic 		 BIT_OUT=0;
logic [ 7:0] SCH_CMD=0;
logic [ 7:0] SCH_DATA=0;
logic [ 3:0] FLAG_STATE=0;
logic [ 3:0]   N_STAGE=0;
logic [ 1:0] FLAG_IMP=0;
logic reg_data_o    =0;
logic reg_out_enable=0;
logic reg_data_i    =0;
logic reg_done 		=0;
always_ff @(posedge clk)
if (rst)
begin
timer0<=0;
end else
begin
if (timer0!=FCLK) 
begin
timer0 <=timer0+1; 
tick_us<=0;
end
else 
	begin
	timer0<=0;
	tick_us<=1;
	end
end
always_ff @(posedge clk)
if ((tick_us)&&(timer1>0)) 
	begin
	if (WIRE_State!=IDLE) timer1<=timer1-1; else timer1<=0;
	timer2<=timer2+1;
	end
else
	if (timer1==0)  
		begin
		if ((WIRE_State!=COMMAND)&&(WIRE_State!=READ_TEMP)) 
			begin
			if ((FLAG_STATE==3)&&(WIRE_State!=IDLE)) timer1<=delay; 
			end 
			else
				if ((FLAG_STATE==4)&&(DATA_STATE!=IDLE_TS))     timer1<=delay; 
		timer2<=0;
		end
always_ff @(posedge clk)
if (rst) 
begin
WIRE_Var   <=CMD_8h44; 
FLAG_STATE <=0;
delay      <=480;
WIRE_State <=INIT;
DATA_STATE <=IDLE_TS;
   SCH_CMD <=CMD_length;  
   SCH_DATA<=DATA_length; 
   reg_done<=0;
end
else
begin
	if (FLAG_STATE!=5) FLAG_STATE<=FLAG_STATE+1; else if (timer1==0) FLAG_STATE<=0;
	if (FLAG_STATE==0) 
	begin
		if  ((WIRE_State!=COMMAND)&&(WIRE_State!=READ_TEMP))    WIRE_State<=WIRE_Next;	else
		if  ((DATA_STATE==IDLE_TS)&&((WIRE_State==COMMAND)||(WIRE_State==READ_TEMP)))  	WIRE_State<=WIRE_Next;	
	end
	if (WIRE_State==DQ_LINE_HOLD)
	begin
	delay         <=200;      
	WIRE_Pointer  <=CMD_8h44; 
	reg_out_enable<=1;
	reg_data_o    <=1;
	end else
	if (WIRE_State==CMD_8hBE)
	begin
	delay         <=1;
	WIRE_Pointer  <=READ_TEMP; 
	COMMAND_ROM   <=8'hBE;
	end else
	if (WIRE_State==CMD_8hCC)
	begin
	delay         <=1;
	WIRE_Pointer  <=WIRE_Var; 
	COMMAND_ROM   <=8'hCC;
	end else
	if (WIRE_State==CMD_8h44)
	begin
	delay         <=1;
	COMMAND_ROM   <=8'h44;
	WIRE_Pointer  <=DQ_LINE_HOLD; 
	WIRE_Var      <=CMD_8hBE; 
	end else
	if (WIRE_State==INIT)
	begin
	delay         <=1;
	reg_out_enable<=0;
	reg_data_o    <=1;	
	end else
	if (WIRE_State==RESET_PULSE)
	begin
	delay         <=480;
	reg_out_enable<=1;
	reg_data_o    <=0;	
	end else
	if (WIRE_State==WAIT_DS)
	begin
	delay         <=60;
	reg_out_enable<=1;
	reg_data_o    <=1;	
	end else
	if (WIRE_State==PRESENCE_PULSE)
	begin
	delay         <=480;
	reg_out_enable<=0;	
	if  (data_i==0) presence_pulse<=timer2;  
	end else
	if (WIRE_State==COMMAND)
	begin
		if ((SCH_CMD!=0)&&(FLAG_STATE==2)) DATA_STATE<=DATA_NEXT; 
		if  (DATA_STATE==START_TS)
		begin
		if (FLAG_STATE==4) 
			begin
			SCH_CMD<=SCH_CMD-1;
			COMMAND_ROM<=COMMAND_ROM>>1; 
			BIT_OUT<=COMMAND_ROM[0];
			end
		delay 		  <=14; 
		reg_out_enable<=1;
		reg_data_o    <=0;
		end else
		if (DATA_STATE==WRITE_TS)
		begin
		delay 		  <=100;			 
		if (BIT_OUT==0)
			begin
			reg_out_enable<=1;
			reg_data_o    <=0;
			end else
			begin
			reg_out_enable<=1;
			reg_data_o    <=1;
			end		
		end else
		if (DATA_STATE==PAUSE_TS)
		begin
		delay 		  <=1;			 
		reg_out_enable<=1;
		reg_data_o    <=1;
		end else
		if (DATA_STATE==END_TS)
		begin
		   SCH_CMD<=CMD_length; 
		   DATA_STATE<=IDLE_TS;
		end
	end else
	if (WIRE_State==READ_TEMP)
	begin
		if ((SCH_DATA!=0)&&(FLAG_STATE==2)) DATA_STATE<=DATA_NEXT; 
		if  (DATA_STATE==START_TS)
		begin
		if (FLAG_STATE==4) 
			begin
			SCH_DATA <=SCH_DATA-1;
			TEMP_DATA<=TEMP_DATA>>1;
			end
		delay 		  <=4; 
		reg_out_enable<=1;
		reg_data_o    <=0;
		end else
		if (DATA_STATE==READ_TS)
		begin
		reg_out_enable<=0;  
		delay 		  <=41; 
		if (timer1>35) TEMP_DATA[DATA_length-2] <=tmp_in;	
		end else
		if (DATA_STATE==PAUSE_TS)
		begin
		delay 		  <=1;			 
		reg_out_enable<=1;
		reg_data_o    <=1;
		end else
		if (DATA_STATE==END_TS)
		begin
		   tmp_data  <=TEMP_DATA;
		   DATA_STATE<=IDLE_TS;
		   reg_done  <=1;
		end
	end else
	if (WIRE_State==IDLE)
	begin
 	reg_out_enable<=0;
	reg_data_o    <=1;	
	end
end
always_comb
begin
case (WIRE_State)
		INIT	   		:WIRE_Next=RESET_PULSE;
		RESET_PULSE		:WIRE_Next=WAIT_DS;
		WAIT_DS	   		:WIRE_Next=PRESENCE_PULSE;
		PRESENCE_PULSE	:if (presence_pulse>PPULSE) WIRE_Next=CMD_8hCC;	else  WIRE_Next=IDLE;					
		COMMAND			:WIRE_Next=WIRE_Pointer;
		CMD_8h44		:WIRE_Next=COMMAND;	
		CMD_8hCC		:WIRE_Next=COMMAND;
		CMD_8hBE 		:WIRE_Next=COMMAND;
		READ_TEMP 		:WIRE_Next=IDLE;
		DQ_LINE_HOLD	:WIRE_Next=RESET_PULSE;   
		default 		:WIRE_Next=IDLE;
endcase
end		
always_comb
begin
case (DATA_STATE)
		 IDLE_TS:DATA_NEXT=START_TS;
		START_TS:if (WIRE_State==COMMAND) DATA_NEXT=WRITE_TS; else DATA_NEXT=READ_TS;
		WRITE_TS:if (SCH_CMD !=1)         DATA_NEXT=PAUSE_TS; else DATA_NEXT=END_TS;
		 READ_TS:if (SCH_DATA!=1)         DATA_NEXT=PAUSE_TS; else DATA_NEXT=END_TS;
		PAUSE_TS:                         DATA_NEXT=START_TS;		
		default :DATA_NEXT=IDLE_TS;
endcase
end	
assign data_i	 =tmp_in; 
assign tmp_out   =reg_data_o;
assign tmp_oe    =reg_out_enable;
assign done      =reg_done;
assign T_data    =tmp_data;
assign TEMP_DQ   =(reg_out_enable)?reg_data_o:1'bz;
endmodule	
</file>
<file path="design/flow/run.sh">
#!/bin/bash
# OpenROAD 26Q1-2900-gdf79404cd8, Yosys 0.63+post, stock flow scripts
make -C /OpenROAD-flow-scripts/flow DESIGN_CONFIG=/design/flow/config.mk WORK_HOME=/design/flow/orfs finish
</file>
<file path="design/flow/config.mk">
export PLATFORM = sky130hd
export DESIGN_NAME = temp_1wire
export DESIGN_NICKNAME = temp_1wire
export VERILOG_FILES = /design/flow/design.v
export SDC_FILE = /design/flow/constraint.sdc
export NUM_CORES = 4
export LEC_CHECK = 1
export CORE_UTILIZATION = 50
</file>
<file path="design/flow/constraint.sdc">
current_design temp_1wire

set clk_period 11.8
set clk_io_pct 0.2

create_clock -name clk0 -period $clk_period [get_ports {clk}]

set non_clock_inputs [all_inputs -no_clocks]
set_input_delay [expr $clk_period * $clk_io_pct] -clock clk0 $non_clock_inputs
set_output_delay [expr $clk_period * $clk_io_pct] -clock clk0 [all_outputs]
</file>
==> flow_summary.yaml <==
# generated from flow reports
placed_design:
  hpwl_um: 18900
  place_area_mm2: 0.01671
  portBuffers: 77
  place.gp.congestion: 0.9106
  preCtsSetupSlack_ps: 6599
yosys:
  ys_chip_area_mm2: 0.01560
  ys.flop_type: "edfxtp_1"
  area_leaders: "edfxtp_1, dfxtp_1, xnor2_1, nor2_1, nor4_1"
  top_area_cell: "edfxtp_1"
  yosysMostFrequentCell: "edfxtp_1"
  postSynth.asyncResetShare_pct: 0
  postSynthAreaPerCell_um2: 12.03
  ys_seq_share_pct: 64.56
  synth_cell_types: 71
  synth_warnings: 2
  ys.flops: 376
  ys_cells: 1296
  yosysTopAreaCellShare_pct: 48.90
  yosys-top-cells-count: "edfxtp_1, nor2_1, dfxtp_1, nand2_1, xnor2_1"
  synthCells: 1296
  synthesis.area_mm2: 0.01560
  edf_count: 254
clock_tree:
  clock-root-buffer: "clkbuf_16"
  cts_buffers: 40
  post_cts_buffers: 0
  max-clock-path-buffers: 3
  htreeDepth: 2
  cts_resized: 0
  hold_buffers: 0
  clock-sinks: 376
floorplanning:
  dieHeight_um: 178.6
  fp_util_pct: 50.85
  rows: 64
  io_pins: 79
  die_w_um: 178.6
run_status:
  status: "stopped before the end"
  lastStage: "4_1_cts"
  first-error: "[error] [KeplerFormal.cpp:679] Workflow failed: Iso has multiple drivers: .TEMP_DQ0, TEMP_DQ$_SDFFCE_PP1P_.Q0"
[through the flow]
step / hold slack, ps / power, µW / util [%] / std cells
after floorplan: 400.3 / 1649 / - / 1296
after global placement: 403.0 / 1713 / 54.49 / 1716
after detailed placement: 404.5 / 1713 / 54.49 / 1716
[kinds of logic after synthesis]
| group | synth area share [%] |
|---|---|
| xor gates and xnor gates | 5.223 |
| muxes | 0.1364 |
| AOI/OAI and AO/OA | 7.822 |
| adders and majority gates | 0.7220 |
| buffers and inverters | 2.864 |
| DFF | 64.56 |
| and+or+nand+nor | 18.67 |
Power is estimated from default activity; no workload was simulated.
